[./run.sh]
#!/bin/bash
# OpenROAD 26Q1-2900-gdf79404cd8, Yosys 0.63+post, stock flow scripts
make -C /OpenROAD-flow-scripts/flow DESIGN_CONFIG=/design/flow/config.mk WORK_HOME=/design/flow/orfs finish
[./config.mk]
export PLATFORM = sky130hd
export DESIGN_NAME = encoder_8b10b
export DESIGN_NICKNAME = encoder_8b10b
export VERILOG_FILES = /design/flow/design.v
export SDC_FILE = /design/flow/constraint.sdc
export NUM_CORES = 4
export LEC_CHECK = 1
export CORE_AREA = 10 10 108 108
export DIE_AREA = 0 0 118 118
[./constraint.sdc]
current_design encoder_8b10b

set clk_period 2.0
set clk_io_pct 0.2

create_clock -name clk0 -period $clk_period [get_ports {SBYTECLK}]

set non_clock_inputs [all_inputs -no_clocks]
set_input_delay [expr $clk_period * $clk_io_pct] -clock clk0 $non_clock_inputs
set_output_delay [expr $clk_period * $clk_io_pct] -clock clk0 [all_outputs]
[./design.v]
`default_nettype none
module 
picoblaze_template
#(
parameter clk_freq_in_hz = 25000000
) (
				input clk, 
				input [7:0] input_data,
				output reg signal_get_new_addr,
				output reg[7:0] new_data
			     );
wire[9:0]  address;
wire[17:0]  instruction;
wire[7:0]  port_id;
wire[7:0]  out_port;
reg[7:0]  in_port;
wire  write_strobe;
wire  read_strobe;
reg  interrupt;
wire  interrupt_ack;
wire  kcpsm3_reset;
reg[26:0] int_count;
pacoblaze3 led_8seg_kcpsm
(
                  .address(address),
               .instruction(instruction),
                   .port_id(port_id),
              .write_strobe(write_strobe),
                  .out_port(out_port),
               .read_strobe(read_strobe),
                   .in_port(in_port),
                 .interrupt(1'b0),
             .interrupt_ack(interrupt_ack),
                     .reset(kcpsm3_reset),
                       .clk(clk));
 wire [19:0] raw_instruction;
	pacoblaze_instruction_memory 
	pacoblaze_instruction_memory_inst(
     	.addr(address),
	    .outdata(raw_instruction)
	);
	always @ (posedge clk)
	begin
	      instruction <= raw_instruction[17:0];
	end
    assign kcpsm3_reset = 0;                       
always @ (posedge clk)
 begin
    case (port_id[7:0])
        8'h0:    in_port <= input_data;   
        default: in_port <= 8'bx;
    endcase
end
always @ (posedge clk)
begin
	if (write_strobe & port_id == 8'h80)
		new_data <= out_port;
   if (write_strobe & port_id == 8'h40) 	
		signal_get_new_addr <= out_port;
end
endmodule
module encoder_8b10b (
   input reset,
   input SBYTECLK,
   input K,
   input [7:0] ebi,
   output [9:0] tbi,
   output reg disparity
   );
   wire   L40, L04, L13, L31, L22, AeqB, CeqD;
   wire   PD_1S6, NDOS6, PDOS6, ND_1S6;
   wire   ND_1S4, PD_1S4, NDOS4, PDOS4;
   wire   illegalk, DISPARITY6;
   reg    COMPLS6, COMPLS4;
   wire   NAO, NBO, NCO, NDO, NEO, NIO;
   wire   NFO, NGO, NHO, NJO;
   wire   A,B,C,D,E,F,G,H;      
   assign {H,G,F,E,D,C,B,A} = ebi[7:0];
   reg 	  a,b,c,d,e,i,f,g,h,j; 
   assign tbi[9:0] = {a,b,c,d,e,i,f,g,h,j};
   wire [9:0] tst;
   assign tst[9:0] = {NAO,NBO,NCO,NDO,NEO,NIO,NFO,NGO,NHO,NJO};
   always @(posedge SBYTECLK, posedge reset)
     if (reset) 
       begin
	  disparity <= 1'b0; {a,b,c,d,e,i,f,g,h,j} <= 10'b0; 
       end 
     else begin
	disparity <= (PDOS4 | NDOS4) ^ DISPARITY6;
	{a,b,c,d,e,i,f,g,h,j} <= { NAO^COMPLS6, NBO^COMPLS6, NCO^COMPLS6, 
				   NDO^COMPLS6, NEO^COMPLS6, NIO^COMPLS6,
				   NFO^COMPLS4, NGO^COMPLS4, 
				   NHO^COMPLS4, NJO^COMPLS4 };	
     end  
   assign AeqB = (A & B) | (!A & !B);
   assign CeqD = (C & D) | (!C & !D);
   assign L40 =  A & B & C & D ;
   assign L04 = !A & !B & !C & !D;
   assign L13 = (!AeqB & !C & !D) | (!CeqD & !A & !B);
   assign L31 = (!AeqB &  C &  D) | (!CeqD &  A &  B);
   assign L22 = (A & B & !C & !D) | (C & D & !A & !B) | ( !AeqB & !CeqD) ;
   assign PD_1S6 = (E & D & !C & !B & !A) | (!E & !L22 & !L31) ;
   assign NDOS6  = PD_1S6 ;
   assign PDOS6  = K | (E & !L22 & !L13) ;
   assign ND_1S6 = K | (E & !L22 & !L13) | (!E & !D & C & B & A) ;
   assign ND_1S4 = F & G ;
   assign NDOS4  = (!F & !G) ;
   assign PD_1S4 = (!F & !G) | (K & ((F & !G) | (!F & G)));
   assign PDOS4  = F & G & H ;
   assign illegalk = K & (A | B | !C | !D | !E) & (!F | !G | !H | !E | !L31); 
   assign DISPARITY6 = disparity ^ (NDOS6 | PDOS6) ;
   always @(posedge SBYTECLK, posedge reset)
     if(reset) begin
       COMPLS4 <= 0;
       COMPLS6 <= 0;
       end
     else begin
       COMPLS4 <= (PD_1S4 & !DISPARITY6) | (ND_1S4 & DISPARITY6);
       COMPLS6 <= (PD_1S6 & !disparity) | (ND_1S6 & disparity);
       end
   reg tNAO, tNBOx, tNBOy, tNCOx, tNCOy, tNDO , tNEOx, tNEOy, tNIOw, tNIOx, tNIOy, tNIOz;
   always @(posedge SBYTECLK, posedge reset)
     if(reset) begin
       tNAO  <= 0;
       tNBOx <= 0;
       tNBOy <= 0;
       tNCOx <= 0;
       tNCOy <= 0;
       tNDO  <= 0;
       tNEOx <= 0;
       tNEOy <= 0;
       tNIOw <= 0;
       tNIOx <= 0;
       tNIOy <= 0;
       tNIOz <= 0;
       end
     else begin
       tNAO  <= A ;
       tNBOx <= B & !L40;
       tNBOy <= L04 ;
       tNCOx <= L04 | C ;
       tNCOy <= E & D & !C & !B & !A ;
       tNDO  <= D & ! (A & B & C) ;
       tNEOx <= E | L13;
       tNEOy <= !(E & D & !C & !B & !A) ;
       tNIOw <= (L22 & !E) | (E & L40) ;
       tNIOx <= E & !D & !C & !(A & B) ;
       tNIOy <= K & E & D & C & !B & !A ;
       tNIOz <= E & !D & C & !B & !A ;
       end
   assign NAO = tNAO ;
   assign NBO = tNBOx | tNBOy ;
   assign NCO = tNCOx | tNCOy ;
   assign NDO = tNDO ;
   assign NEO = tNEOx & tNEOy ;
   assign NIO = tNIOw | tNIOx | tNIOy | tNIOz;
   reg alt7, tNFO, tNGO, tNHO, tNJO;
   always @(posedge SBYTECLK, posedge reset)
     if(reset) begin
       alt7 <= 0;
       tNFO <= 0;
       tNGO <= 0;
       tNHO <= 0;
       tNJO <= 0;
       end
     else begin
       alt7 <= F & G & H & (K | (disparity ? (!E & D & L31) : (E & !D & L13))) ;
       tNFO <= F;
       tNGO <= G | (!F & !G & !H) ;
       tNHO <= H ;
       tNJO <= !H & (G ^ F) ;
       end
   assign NFO = tNFO & !alt7 ;
   assign NGO = tNGO ;
   assign NHO = tNHO ;
   assign NJO = tNJO | alt7 ;
endmodule
==> deck_impl_summary.md <==
Implementation Results

Detailed routing
  • Drt initial violations: 37
  • Vias/cell: 3.146
  • DRC: 0
  • Vias post-DR: 884
  • Total routed wirelength: 2.570 mm
  • Detailed Routing Iterations Pass 1: 4
  • Antenna Violating Nets Remaining: 0
  • Wire length per cell after detailed routing: 9.146 um

Timing
  • Final critical delay including setup and external delays: 1788 ps
  • RSZ-0062 raised after global routing: false
  • Final cycle utilization of the critical path: 0.8940
  • Setup Skew: 8.761 ps
  • Slew at the pin closest to its max-slew limit: 365.6 ps
  • Final Max Slew Viols: 0
  • Final setup fails: 0
  • Timing-limited maximum frequency: 559.3 MHz
  • Number of hold-slack violations in the final timing report: 0
  • Relative slew slack: 0.7563
  • Worst Slack Setup Final: 212.0 ps

Clock tree
  • Clock net sink count: 30
  • Maximum buffer depth of the clock tree: 2
  • TritonCTS clock tree: built
  • Clock slew seen by the registers of the worst setup and hold paths: 60 ps
  • Worst-skew pair later-pin latency: 280 ps
  • CTS HTree Levels: 2
  • Clock tree root driver cell: sky130_fd_sc_hd__clkbuf_8
  • Inserted Clock Buffers: 5

Worst hold path
  • Hold path startpoint: tNDO
  • Worst Hold Class: flip-flop to flip-flop

Global route
  • GR Layer Usage met1: 0.04491
  • All-Layer GR Usage: 0.03694
  • Maximum number of pins on one net before global-route repair: 31
  • Grt ovf: 0
  • Initial antenna violation count: 1
  • Vias in the first global route: 897
  • Fraction of met2 tracks used by global routing: 0.06189
  • Wire length of the first global-routing pass: 4.360 mm
  • Met3 capacity usage during global routing: 0.01118
  • Routing layer with the top usage in global route: met2

Power and ir drop
  • Combinational share of power: 0.268
  • Power Dens Cells: 955.6 mW/mm^2
  • Net Sw Frac: 0.2412
  • Internal power component: 1.374 mW
  • Maximum vdd drop: 0.2532 mV
  • Switching Power: 436.9 uW
  • Static Leakage: 0.8623 nW
  • Share of total power in sequential cells: 0.466
  • Total Power Consumption: 1.811 mW
  • Clock power frac: 0.267

Place
  • Post-placement cell count: 271
  • Port bufs: 21
  • Setup WS pre-CTS: -369.5 ps
  • Final weighted congestion in routability-driven placement: 0.8052
  • Half-perimeter wire length after detailed placement: 2.050 mm
  • Area post-placement: 0.001765 sq mm

Critical path
  • Critical path endpoint category: flip-flop
  • CP Data Arrival Time: 1940 ps
  • Reg2Reg Launch Point: disparity
  • Critical path required time: 2160 ps
  • Start point of the critical path: ebi[0]
  • Start-to-end type of the worst setup path: input port to flip-flop
  • Largest fanout of any net on the critical path: 5
  • Launching element type of the critical path: input port

Flow run
  • Number of warnings in the stage logs: 27
  • Number of maximum-capacitance violations: 0

Synth
  • Flop and latch count out of synthesis: 30
  • Gate count after technology mapping: 116
  • Number of cells in the yosys synthesis report: 116
  • Netlist area before placement: 0.001356 sq mm
  • Seq/Total Area, Yosys: 0.5535
  • Post-Synthesis Mean Instance Area: 11.69 sq um
  • Yosys Warn Count: 1
  • Area reported by Yosys stat: 0.001356 sq mm
  • Unique masters post-synth: 36

Die
  • CORE AREA: 0.009284 sq mm
  • Height of the die: 118 um
  • Horizontal extent of the die: 118 um
  • Site Rows: 35
  • Num ports: 22
  • Die footprint: 0.01392 sq mm
  • Initial Util: 0.1461

Final layout
  • Top library cells by usage in the layout, fill and taps aside: sky130_fd_sc_hd__dfrtp_1 (30), sky130_fd_sc_hd__buf_4 (20), sky130_fd_sc_hd__clkdlybuf4s50_1 (17), sky130_fd_sc_hd__nand2_1 (7)
  • Syn-to-layout area delta: 39.76%
  • Post-route design area: 0.001896 sq mm
  • Final std cells w/o fill: 281
  • Post-layout util: 0.2042
  • Fraction of final layout cells sized beyond drive strength 1: 0.2450
  • Most frequent logic cell in the layout: sky130_fd_sc_hd__dfrtp_1

Outcome
  • Result of the run: completed
## cell type report
type / count / area, sq um
Sequential cell: 30 / 750.7
Antenna cell: 1 / 2.502
Tap cell: 129 / 161.4
Inverter: 8 / 30.03
Timing Repair Buffer: 41 / 366.6
Clock buffer: 7 / 86.33
Multi-Input combinational cell: 64 / 493.0
Clock inverter: 1 / 5.005
Fill cell: 1022 / 7388
## critical path: stages
cell                            delay [ps]
sky130_fd_sc_hd__dlygate4sd2_1         250
sky130_fd_sc_hd__buf_4                 150
sky130_fd_sc_hd__ha_1                  210
sky130_fd_sc_hd__a222oi_1              270
sky130_fd_sc_hd__buf_4                 180
sky130_fd_sc_hd__a31oi_2               100
sky130_fd_sc_hd__nand2_2                90
sky130_fd_sc_hd__xnor3_1               280
## path summary, 6_finish.rpt
path	to	depth (start not counted)	slack (ps)
hold / removal	d	1	430
hold reg to reg	d	1	430
max in group asynchronous	c	3	1210
setup reg to reg	alt7	2	910
setup / recovery	disparity	8	210
min in group asynchronous	COMPLS4	3	510
## layer usage
metal  part of all wire  up-vias
li1                   -      445
met1               0.43      415
met2               0.48       19
met3              0.056        5
met4              0.032        0
met5                  0        -
## synthesized netlist by cell type (all sizes together)
cell    number  area [sq um]
nand3b       1         7.510
a22o         1         8.760
a222oi       1         10.01
inv          8         30.03
dfrtp       30         750.7
a21oi        3         15.01
nor4         1         6.260
mux2i        1         10.01
nand4b       1         8.760
or2          1         6.260
a21boi       2         15.02
nand2        8         32.54
nand2b       2         12.51
ha           5         62.56
and3b        1         8.760
clkbuf       2         7.510
nor2b        1         6.260
buf         12         97.59
xor2         4         35.03
nand3        5         25.02
nor4b        2         17.52
a22oi        1         7.510
xnor3        1         22.52
xnor2        6         52.55
or2b         1         8.760
nand4        2         12.51
and2         2         13.77
o21ai        1         5.000
a31oi        1         6.260
nor2         7         33.78
o311a        2         20.02
## repair_timing
item                       4_1_cts  5_1_grt
buffers inserted                 0        1
hold buffers                     0        0
pin swaps                        2        3
setup endpoints to repair        3        3
gates cloned                     0        0
gates resized                    6        3
## kinds of logic (layout without fill, tap and decap cells)
kind of cell,after synthesis,in the layout,synth area share
mux,1,1,0.007380
flops,30,30,0.5535
simple gates,35,35,0.1476
buf+inv,22,57,0.09963
xor+xnor,11,11,0.08118
compound gates,12,12,0.06458
fa+ha+maj,5,5,0.04613
other cells,0,1,0
## per-stage QoR
| stage | setup TNS [ps] | hold WS, ps |
|---|---|---|
| 4_1_cts | 0 | 433.5 |
| 2_1_floorplan | 0 | 416.6 |
| 3_5_place_dp | -1188 | 423.5 |
| 5_1_grt | 0 | 437.9 |
| 3_3_place_gp | -1152 | 421.0 |
| 6_report | 0 | 429.6 |
## power by group through the flow
stage	Sequential, mW	Combinational (mW)	Clock [mW]
4_1_cts	0.849	0.501	0.500
5_1_grt	0.868	0.537	0.528
6_report	0.843	0.485	0.483
Power figures rest on the tool's default switching activity, not on a simulated workload.
