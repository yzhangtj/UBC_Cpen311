## flow/design.v

```verilog
`default_nettype none
module 
picoblaze_template
#(
parameter clk_freq_in_hz = 25000000
) (
				input clk, 
				input [7:0] input_data,
				output reg signal_get_new_addr,
				output reg[7:0] new_data
			     );
wire[9:0]  address;
wire[17:0]  instruction;
wire[7:0]  port_id;
wire[7:0]  out_port;
reg[7:0]  in_port;
wire  write_strobe;
wire  read_strobe;
reg  interrupt;
wire  interrupt_ack;
wire  kcpsm3_reset;
reg[26:0] int_count;
pacoblaze3 led_8seg_kcpsm
(
                  .address(address),
               .instruction(instruction),
                   .port_id(port_id),
              .write_strobe(write_strobe),
                  .out_port(out_port),
               .read_strobe(read_strobe),
                   .in_port(in_port),
                 .interrupt(1'b0),
             .interrupt_ack(interrupt_ack),
                     .reset(kcpsm3_reset),
                       .clk(clk));
 wire [19:0] raw_instruction;
	pacoblaze_instruction_memory 
	pacoblaze_instruction_memory_inst(
     	.addr(address),
	    .outdata(raw_instruction)
	);
	always @ (posedge clk)
	begin
	      instruction <= raw_instruction[17:0];
	end
    assign kcpsm3_reset = 0;                       
always @ (posedge clk)
 begin
    case (port_id[7:0])
        8'h0:    in_port <= input_data;   
        default: in_port <= 8'bx;
    endcase
end
always @ (posedge clk)
begin
	if (write_strobe & port_id == 8'h80)
		new_data <= out_port;
   if (write_strobe & port_id == 8'h40) 	
		signal_get_new_addr <= out_port;
end
endmodule
module clock_divider (CLK_50M, reset, count_to, out);
		input CLK_50M;
		input reset;
		input [31:0] count_to;
		output reg [31:0] out;
		reg [31:0] count;
		always@(posedge CLK_50M) begin
			if(reset) begin
				count = 0;
				out = 0;
			end
			else begin
				if(count<count_to) begin
					count=count+1;
				end
				else begin
					 out = ~out;
					 count=0;
					 end
				end
		end
	endmodule
```

## flow/run.sh

```bash
#!/bin/bash
# OpenROAD 26Q1-2900-gdf79404cd8, Yosys 0.63+post, stock flow scripts
make -C /OpenROAD-flow-scripts/flow DESIGN_CONFIG=/design/flow/config.mk WORK_HOME=/design/flow/orfs finish
```

## flow/config.mk

```make
export PLATFORM = sky130hd
export DESIGN_NAME = clock_divider
export DESIGN_NICKNAME = clock_divider
export VERILOG_FILES = /design/flow/design.v
export SDC_FILE = /design/flow/constraint.sdc
export NUM_CORES = 4
export LEC_CHECK = 1
export CORE_UTILIZATION = 50
```

## flow/constraint.sdc

```tcl
current_design clock_divider

set clk_period 4.7
set clk_io_pct 0.2

create_clock -name clk0 -period $clk_period [get_ports {CLK_50M}]

set non_clock_inputs [all_inputs -no_clocks]
set_input_delay [expr $clk_period * $clk_io_pct] -clock clk0 $non_clock_inputs
set_output_delay [expr $clk_period * $clk_io_pct] -clock clk0 [all_outputs]
```

==> results.sh <==
# source this file to load flow results
export IMPL_outcome="finished clean"
export IMPL_area_delta_synth_final_pct=25.2
export IMPL_min_path_cells=2
export IMPL_yosysCellCount=402
export IMPL_rows=30
export IMPL_crit_type="input port to flop"
export IMPL_die_w_um=86.5
export IMPL_ys_sh_mux_pct=10.1
export IMPL_edf_count=0
export IMPL_post_cts_resize_count=0
export IMPL_maxCapViolCount=0
export IMPL_max_freq_ghz=0.281
export IMPL_instances_no_fill=563
export IMPL_post_route_util_pct=65.5
export IMPL_crit_fanout=32
export IMPL_hold_violations=0
export IMPL_yosysChipArea_mm2=0.00357
export IMPL_clock_sinks=64
export IMPL_crit_start="count_to[13]"
export IMPL_initCoreUtil_pct=52.3
export IMPL_p_per_area_mw_per_mm2=246
export IMPL_via_count=2735
export IMPL_warning_count=26
export IMPL_ant_nets=0
export IMPL_seqCellArea_mm2=0.00128
export IMPL_period_used_pct=75.6
export IMPL_dr_pass1_iters=4
export IMPL_crit_end="out[17]"
export IMPL_dp_cells=547
export IMPL_ys_sh_adder_pct=11.2
export IMPL_first_iter_violations=131
export IMPL_drive_above_1_share_pct=12.2
export IMPL_numPortBuffers=65
export IMPL_core_region_area_mm2=0.00683
export IMPL_grt_setup_unrepaired="false"
export IMPL_yosysSeqAreaShare_pct=35.9
export IMPL_grt_max_degree=66
export IMPL_fillCellCount=577
export IMPL_lay_top_cells="dfxtp_1 (64), clkdlybuf4s50_1 (64), nor2_1 (42)"
export IMPL_grt_pass1_vias=2533
export IMPL_cp_required_ns=4.92
export IMPL_htree_levels=3
export IMPL_dp_hpwl_um=4530
export IMPL_setup_violations=0
export IMPL_finClkSkew_ns=0.0127
export IMPL_end_kind="flop"
export IMPL_ir_drop_mv=0.161
export IMPL_relSlewSlack_pct=46.3
export IMPL_finalMaxSlewViolations=0
export IMPL_synthTopLogicFamily="simple AND/OR/NAND/NOR gates"
export IMPL_setup_tns_ns=0
export IMPL_synth_cells=402
export IMPL_logic_area_mm2=0.00207
export IMPL_setup_worst_path_start_class="input port"
export IMPL_ys_async_sr_fraction_pct=0
export IMPL_track_usage_pct=19.3
export IMPL_cp_arrival_ns=3.77
export IMPL_remaining_drc_errors=0
export IMPL_r2r_end="out[17]"
export IMPL_yosys_area_share_simple_pct=23.9
export IMPL_routed_wl_um=6550
export IMPL_postSynthAreaPerCell_um2=8.89
export IMPL_synth_cell_types=36
export IMPL_numCtsBuffers=9
export IMPL_clock_path_buffers=2
export IMPL_cts_setup_buffers=0
export IMPL_clock_latency_ns=0.34
export IMPL_numSynthFlops=64
export IMPL_worstMarginPinSlew_ns=0.806
export IMPL_period_needed_ns=3.55
export IMPL_hold_class="flop to flop"
export IMPL_via_per_inst=4.86
export IMPL_clock_root_buffer="clkbuf_8"
export IMPL_antenna_found_initial=0
export IMPL_ff2ff_path_depth=6
export IMPL_regToRegStartpoint="count[1]"
export IMPL_grt_pass1_wl_um=11400
export IMPL_yosysWarnings=1
export IMPL_grt_overflow_total=0
export IMPL_yosys_area_share_aoi_pct=5.18
export IMPL_reg2reg_slack_ns=1.83
export IMPL_wl_per_cell_um=11.6
export IMPL_clk_pin_slew_ns=0.07
export IMPL_io_pins=66
export IMPL_gp_congestion=0.789
export IMPL_leakage_nw=1.97
export IMPL_synth_main_ff_cell="dfxtp_1"
export IMPL_die_size_y_um=86.5
export IMPL_chipArea_mm2=0.00749
export IMPL_synth_area_mm2=0.00357
export IMPL_antenna_diode_count=0
export IMPL_synth_xor_area_share_pct=7.35
export IMPL_postCtsHoldBufs=0
export IMPL_cts_tree="yes"
-- flip-flops by register name, summed over array words and instances, names as in the netlist --
name,cells
out,32
count,32
-- cells in the mapped netlist, types with 13 or more instances --
library cell	instances	area [um^2]
nor2b_1	32	200
nor2_1	42	158
xor2_1	17	149
ha_1	32	400
inv_1	37	139
nand2_1	16	60.1
nand4_1	14	87.6
mux2_2	31	349
dfxtp_1	64	1280
nor3_1	34	170
clkbuf_1	15	56.3
xnor2_1	13	114
-- critical path, stage by stage --
cell,delay (ns)
clkdlybuf4s50_1,0.45
inv_1,0.04
ha_1,0.30
a21o_1,0.18
a21oi_1,0.15
o32ai_1,0.11
o41ai_2,0.37
o2111a_2,0.80
mux2_2,0.40
-- metrics by stage --
stage	setup WS, ns	hold WS (ns)	instance area, um^2	power (mW)
detailed placement	0.769	0.533	4270	0.636
CTS	1.13	0.549	4480	1.12
finish	1.15	0.540	4480	1.10
global placement	0.767	0.519	4270	0.634
floorplan	1.83	0.500	3570	0.600
global route	0.988	0.584	4480	1.16
-- cell families after synthesis --
kind of cell | Yosys count
mux | 32
compound gates | 24
buf+inv | 55
xor+xnor | 30
fa+ha+maj | 32
flops | 64
simple gates | 165
-- cell type report --
class / count / share of cell area (%)
Inverter: 37 / 3.10
Clock inverter: 6 / 1.51
Clock buffer: 10 / 3.08
Tap cell: 96 / 2.68
Multi-Input combinational cell: 283 / 46.2
Sequential cell: 64 / 28.6
Timing Repair Buffer: 67 / 14.8
-- worst min-delay path by stage --
stage,start,endpoint
6_report,out[22],out[22]
5_1_grt,out[22],out[22]
4_1_cts,out[22],out[22]
-- routing by layer --
metal	routed length, um	share of wire [%]	track usage [%]
met1	3390	52	30.7
met2	2790	43	28.9
met3	329	5.0	3.86
met4	32	0.49	1.97
met5	0	0	0
-- report_power, final --
part | switching [mW] | internal (mW) | leakage (nW)
Clock | 0.218 | 0.261 | 0.0989
Combinational | 0.0346 | 0.0406 | 1.35
Sequential | 0.00376 | 0.544 | 0.516
Power and IR drop assume default switching activity.
