## ./run.sh

```bash
#!/bin/bash
# OpenROAD 26Q1-2900-gdf79404cd8, Yosys 0.63+post, stock flow scripts
make -C /OpenROAD-flow-scripts/flow DESIGN_CONFIG=/design/flow/config.mk WORK_HOME=/design/flow/orfs finish
```

## ./constraint.sdc

```tcl
current_design decoder_8b10b

set clk_period 1.2
set clk_io_pct 0.2

create_clock -name clk0 -period $clk_period [get_ports {RBYTECLK}]

set non_clock_inputs [all_inputs -no_clocks]
set_input_delay [expr $clk_period * $clk_io_pct] -clock clk0 $non_clock_inputs
set_output_delay [expr $clk_period * $clk_io_pct] -clock clk0 [all_outputs]
```

## ./config.mk

```make
export PLATFORM = sky130hd
export DESIGN_NAME = decoder_8b10b
export DESIGN_NICKNAME = decoder_8b10b
export VERILOG_FILES = /design/flow/design.v
export SDC_FILE = /design/flow/constraint.sdc
export NUM_CORES = 4
export LEC_CHECK = 1
export CORE_UTILIZATION = 30
```

## ./design.v

```verilog
`default_nettype none
module 
picoblaze_template
#(
parameter clk_freq_in_hz = 25000000
) (
				input clk, 
				input [7:0] input_data,
				output reg signal_get_new_addr,
				output reg[7:0] new_data
			     );
wire[9:0]  address;
wire[17:0]  instruction;
wire[7:0]  port_id;
wire[7:0]  out_port;
reg[7:0]  in_port;
wire  write_strobe;
wire  read_strobe;
reg  interrupt;
wire  interrupt_ack;
wire  kcpsm3_reset;
reg[26:0] int_count;
pacoblaze3 led_8seg_kcpsm
(
                  .address(address),
               .instruction(instruction),
                   .port_id(port_id),
              .write_strobe(write_strobe),
                  .out_port(out_port),
               .read_strobe(read_strobe),
                   .in_port(in_port),
                 .interrupt(1'b0),
             .interrupt_ack(interrupt_ack),
                     .reset(kcpsm3_reset),
                       .clk(clk));
 wire [19:0] raw_instruction;
	pacoblaze_instruction_memory 
	pacoblaze_instruction_memory_inst(
     	.addr(address),
	    .outdata(raw_instruction)
	);
	always @ (posedge clk)
	begin
	      instruction <= raw_instruction[17:0];
	end
    assign kcpsm3_reset = 0;                       
always @ (posedge clk)
 begin
    case (port_id[7:0])
        8'h0:    in_port <= input_data;   
        default: in_port <= 8'bx;
    endcase
end
always @ (posedge clk)
begin
	if (write_strobe & port_id == 8'h80)
		new_data <= out_port;
   if (write_strobe & port_id == 8'h40) 	
		signal_get_new_addr <= out_port;
end
endmodule
module decoder_8b10b (
   input reset,
   input RBYTECLK,
   input [9:0] tbi,
   output reg K_out,
   output reg [7:0] ebi,
   output reg coding_err = 1,
   output reg disparity,
   output disparity_err
  );
   wire feqg;
   wire   a,b,c,d,e,i,f,g,h,j;   
   assign {a,b,c,d,e,i,f,g,h,j} = tbi[9:0];
   wire 	AEQB, CEQD, P22, P13, P31;
   wire 	eeqi, c_d_e_i, cn_dn_en_in;
   wire 	P22_a_c_eeqi, P22_an_cn_eeqi;
   wire 	P22_b_c_eeqi, P22_bn_cn_eeqi, an_bn_en_in;
   wire 	a_b_e_i, P13_d_e_i, P13_in, P13_en, P31_i;
   wire 	OR12_1, OR12_2, OR12_3, OR12_4, OR12_5, OR12_6, OR12_7;
   wire 	A, B, C, D, E;
   wire  	K, F, G, H, K28p, KA, KB, KC;
   assign 	AEQB = (a & b) | (!a & !b) ;
   assign 	CEQD = (c & d) | (!c & !d) ;
   assign 	P22 = (a & b & !c & !d) | (c & d & !a & !b) | ( !AEQB & !CEQD) ;
   assign 	P13 = ( !AEQB & !c & !d) | ( !CEQD & !a & !b) ;
   assign 	P31 = ( !AEQB & c & d) | ( !CEQD & a & b) ;
   assign 	eeqi = (e == i);
   assign 	P22_a_c_eeqi   = P22 & a & c & eeqi;
   assign 	P22_an_cn_eeqi = P22 & !a & !c & eeqi;
   assign 	cn_dn_en_in = (!c & !d & !e & !i);
   assign 	c_d_e_i     = (c & d & e & i);
   assign 	KA = c_d_e_i | cn_dn_en_in;
   assign 	KB = P13 & (!e & i & g & h & j);
   assign 	KC = P31 & (e & !i & !g & !h & !j);
   assign 	K = KA | KB | KC;
   assign 	P22_b_c_eeqi   = P22 & b & c & eeqi;
   assign 	P22_bn_cn_eeqi = P22 & !b & !c & eeqi;
   assign 	an_bn_en_in    = !a & !b & !e & !i;
   assign 	a_b_e_i        = a & b & e & i;
   assign 	P13_d_e_i      = P13 & d & e & i;
   assign 	P13_in         = P13 & !i;
   assign 	P13_en         = P13 & !e;
   assign 	P31_i          = P31 & i;
   assign 	OR12_1 = P22_an_cn_eeqi | P13_en;
   assign 	OR12_2 = a_b_e_i | cn_dn_en_in | P31_i;
   assign 	OR12_3 = P31_i | P22_b_c_eeqi | P13_d_e_i;
   assign 	OR12_4 = P22_a_c_eeqi | P13_en;
   assign 	OR12_5 = P13_en | cn_dn_en_in | an_bn_en_in;
   assign 	OR12_6 = P22_an_cn_eeqi | P13_in;
   assign 	OR12_7 = P13_d_e_i | P22_bn_cn_eeqi;
   assign 	A = a ^ (OR12_7 | OR12_1 | OR12_2);
   assign 	B = b ^ (OR12_2 | OR12_3 | OR12_4);
   assign 	C = c ^ (OR12_1 | OR12_3 | OR12_5);
   assign 	D = d ^ (OR12_2 | OR12_4 | OR12_7);
   assign 	E = e ^ (OR12_5 | OR12_6 | OR12_7);
   assign 	K28p = ! (c | d | e | i) ;
   assign 	F = (j & !f & (h | !g | K28p)) | (f & !j & (!h | g | !K28p)) | (K28p & g & h) | (!K28p & !g & !h) ;
   assign 	G = (j & !f & (h | !g | !K28p)) | (f & !j & (!h | g |K28p)) | (!K28p & g & h) | (K28p & !g & !h) ;
   assign 	H = ((j ^ h) & ! ((!f & g & !h & j & !K28p) | (!f & g & h & !j & K28p) | 
				  (f & !g & !h & j & !K28p) | (f & !g & h & !j & K28p))) | (!f & g & h & j) | (f & !g & !h & !j) ;
   always @(posedge RBYTECLK or posedge reset)
     if (reset)
       begin
	  K_out <= 0; ebi[7:0] <= 8'b0; 
       end
     else 
       begin
	  K_out <= K; ebi[7:0] <= { H, G, F, E, D, C, B, A } ;
       end
   wire heqj, fghjP13, fghjP31, fghj22;
   wire DISPARITY6p, DISPARITY6n, DISPARITY4p, DISPARITY4n;
   wire DISPARITY6a, DISPARITY6b, DISPARITY6a2, DISPARITY6a0;
   assign 	feqg = (f & g) | (!f & !g); 
   assign 	heqj = (h & j) | (!h & !j);
   assign 	fghjP13 = ( !feqg & !h & !j) | ( !heqj & !f & !g) ;
   assign 	fghjP31 = ( (!feqg) & h & j) | ( !heqj & f & g) ;
   assign 	fghj22 = (f & g & !h & !j) | (!f & !g & h & j) | ( !feqg & !heqj) ;
   assign 	DISPARITY6p = (P31 & (e | i)) | (P22 & e & i) ;   
   assign 	DISPARITY6n = (P13 & ! (e & i)) | (P22 & !e & !i);
   assign 	DISPARITY4p = fghjP31 ;
   assign 	DISPARITY4n = fghjP13 ;
   assign 	DISPARITY6a  = P31 | (P22 & disparity);  
   assign 	DISPARITY6a2 = P31 & disparity;          
   assign 	DISPARITY6a0 = P13 & ! disparity;        
   assign 	DISPARITY6b = (e & i & ! DISPARITY6a0) | (DISPARITY6a & (e | i)) | DISPARITY6a2;
   wire 	derr1,derr2,derr3,derr4,derr5,derr6,derr7,derr8;
   assign derr1 = (disparity & DISPARITY6p) | (DISPARITY6n & !disparity);
   assign derr2 = (disparity & !DISPARITY6n & f & g);
   assign derr3 = (disparity & a & b & c);
   assign derr4 = (disparity & !DISPARITY6n & DISPARITY4p);
   assign derr5 = (!disparity & !DISPARITY6p & !f & !g);
   assign derr6 = (!disparity & !a & !b & !c);
   assign derr7 = (!disparity & !DISPARITY6p & DISPARITY4n);
   assign derr8 = (DISPARITY6p & DISPARITY4p) | (DISPARITY6n & DISPARITY4n);
   reg derr12=1, derr34=1, derr56=1, derr78=1;
   always @(posedge RBYTECLK or posedge reset)
     if (reset)
       begin
          disparity <= 1'b0;
          derr12 <= 1;
          derr34 <= 1;
          derr56 <= 1;
          derr78 <= 1;
       end
     else
       begin
	  disparity <= fghjP31 | (DISPARITY6b & fghj22) ;
          derr12 <= derr1 | derr2;
          derr34 <= derr3 | derr4;
          derr56 <= derr5 | derr6;
          derr78 <= derr7 | derr8;
       end
   assign disparity_err = derr12|derr34|derr56|derr78;
   wire cerr1, cerr2, cerr3, cerr4, cerr5, cerr6, cerr7, cerr8, cerr9;
   assign cerr1 = (a &  b &  c &  d) | (!a & !b & !c & !d);
   assign cerr2 = (P13 & !e & !i);
   assign cerr3 = (P31 & e & i);
   assign cerr4 = (f & g & h & j) | (!f & !g & !h & !j);
   assign cerr5 = (e & i & f & g & h) | (!e & !i & !f & !g & !h);
   assign cerr6 = (e & !i & g & h & j) | (!e & i & !g & !h & !j);
   assign cerr7 = (((e & i & !g & !h & !j) | (!e & !i & g & h & j)) & !((c & d & e) | (!c & !d & !e)));
   assign cerr8 = (!P31 & e & !i & !g & !h & !j);
   assign cerr9 = (!P13 & !e & i & g & h & j);
   reg 	  cerr;
   always @(posedge RBYTECLK or posedge reset)
     if (reset)
       cerr <= 0;
     else
       cerr <= cerr1|cerr2|cerr3|cerr4|cerr5|cerr6|cerr7|cerr8|cerr9;
   wire   zerr1, zerr2, zerr3;
   assign zerr1 = (DISPARITY6p & DISPARITY4p) | (DISPARITY6n & DISPARITY4n);
   assign zerr2 = (f & g & !h & !j & DISPARITY6p);
   assign zerr3 = (!f & !g & h & j & DISPARITY6n);
   reg 	  zerr;
   always @(posedge RBYTECLK or posedge reset)
     if (reset)
       zerr <= 0;
     else
       zerr <= zerr1|zerr2|zerr3;
   wire   xerr1, xerr2, xerr3, xerr4;
   reg 	  xerr;
   assign xerr1 = (a & b & c & !e & !i & ((!f & !g) | fghjP13));
   assign xerr2 =(!a & !b & !c & e & i & ((f & g) | fghjP31));
   assign xerr3 = (c & d & e & i & !f & !g & !h);
   assign xerr4 = (!c & !d & !e & !i & f & g & h);
   always @(posedge RBYTECLK or posedge reset)
     if (reset)
       xerr <= 0;
     else
       xerr <= xerr1|xerr2|xerr3|xerr4;
   always @(posedge RBYTECLK or posedge reset)
     if (reset) 
       coding_err <= 1'b1;
     else   
       coding_err <= cerr | zerr | xerr;
endmodule
```

==> results.json <==
{
  "status": "finished, violations left",
  "violations": "negative setup slack",
  "avgViaCountPerCell": 5.01,
  "first_global_vias": 1676,
  "finalClockPeriodUsage_pct": 126,
  "switching_share_pct": 29.7,
  "place_area_um2": 2400,
  "ys.flop_type": "dfrtp_1",
  "edf_count": 0,
  "synth-async-reset-ratio_pct": 100,
  "ios": 24,
  "ys_chip_area_um2": 1520,
  "crit_chain": "buf_8, inv_6, ha_4, and3_4, or2_4, a221o_1, nor3b_2, xnor2_1",
  "rr_startpoint": "disparity",
  "holdCritPathClass": "in -> async",
  "coreArea_um2": 4790,
  "yosys_cells": 176,
  "antenna-diode-count": 0,
  "slowest_delay_ps": 360,
  "fp_util_pct": 31.7,
  "startpoint": "tbi[7]",
  "power.internal_w": 0.00157,
  "tightestPinTransition_ps": 312,
  "worst-path-buf-inv": 2,
  "drt-total-wl_um": 4870,
  "leakage_nw": 1.36,
  "finalInstanceArea_um2": 3040,
  "warnings": 36,
  "cp.arrival_ps": 1680,
  "worstSkewPairLatency_ps": 250,
  "drv_slew": 0,
  "die-width_um": 73.1,
  "finClkSkew_ps": 8.72,
  "core.rowCount": 25,
  "layout_top_cell": "buf_4",
  "synth_area_per_cell_um2": 8.61,
  "grt_max_degree": 19,
  "path_depth": 8,
  "pre_cts_ws_ps": -1030,
  "die.size.y_um": 73.1,
  "first_pass_iters": 4,
  "clkTransAtPathRegs_ps": 70,
  "place.gp.congestion": 0.885,
  "wl_per_cell_um": 13.8,
  "final_cell_mix": "buf_4, buf_6, dfrtp_1, nand2_1, dlygate4sd2_1",
  "cts_buffer_depth": 2,
  "yosysUniqueCellTypes": 57,
  "drc_errors": 0,
  "areaGrowthSynthToFinish_pct": 100,
  "cts_buffers": 3,
  "slew_headroom_pct": 79.0,
  "setup_ws_ps": -311,
  "cp_slowest_cell": "a221o_1",
  "synth_area_um2": 1520,
  "rr_worst_depth": 3,
  "powerDensity_nw_per_um2": 737,
  "ys_seq_share_pct": 30.1,
  "ir_drop_mv": 0.382,
  "ys_ff": 18,
  "dieArea_um2": 5340,
  "finalHoldViolCount": 0,
  "crit_type": "in -> reg",
  "rsz0062_at_grt": "yes",
  "drive_gt1_share_pct": 64.5,
  "clock_sinks": 18,
  "io_buffers": 23,
  "ant_nets": 0,
  "required_ps": 1370,
  "seqPwrFrac_pct": 32.5,
  "grt_overflow": 0,
  "synth_cells": 176,
  "grt_util_all_layers_pct": 19.0,
  "yosys_warnings": 1,
  "combPwrFrac_pct": 49.1,
  "root_buffer": "clkbuf_8",
  "antenna_found_initial": 0,
  "max_freq_mhz": 662,
  "pwr-share-clk_pct": 18.4,
  "startpoint_type": "input pin",
  "drt_iter0_drc": 88,
  "dpl.hpwl_um": 3340,
  "critPathCaptureType": "flip-flop",
  "hold_buffers": 0,
  "r2r_end": "disparity",
  "critPathTopFamily": "simple AND/OR/NAND/NOR gates",
  "p_sw_w": 0.000665,
  "crit_fanout": 5,
  "reg2reg_slack_ps": 210,
  "htreeDepth": 1,
  "finalSetupViolations": 15,
  "cts_tree": "done",
  "maxCapViolations": 0,
  "period_needed_ps": 1510,
  "grt_pass1_wl_um": 7860,
  "route.vias.total": 1774,
  "critical_path.endpoint": "ebi[2]"
}
-- worst min-delay path, cell delays in order --
cell and delay, ps:
clkdlybuf4s50_1 400, inv_1 50, buf_4 230
-- Yosys cell counts, drive strengths merged, types with 2 or more instances --
cell type  instances  area, µm²
nand2             15       56.3
nor2              14       55.1
dfrtp             13        325
inv               13       48.8
ha                12        150
o21ai              9       45.0
a21oi              8       40.0
nor3               6       30.0
xnor2              6       52.6
a22oi              5       42.5
buf                5       30.0
dfstp              5        131
nand3              5       25.0
a21o               4       31.3
and3               4       26.3
a211oi             3       27.5
clkbuf             3       11.3
nor3b              3       27.5
o2111ai            3       26.3
o211ai             3       27.5
o31ai              3       22.5
or2                3       18.8
a31o               2       17.5
and2               2       12.5
o22ai              2       12.5
o32ai              2       17.5
or3                2       12.5
or4                2       15.0
-- flip-flops by register name, indices dropped and copies added (netlist names) --
name,flops
disparity,1
coding_err,1
derr78,1
xerr,1
K_out,1
derr34,1
derr12,1
ebi,8
derr56,1
zerr,1
cerr,1
-- layer usage --
layer  up-vias  share of wire, %  global-route usage [%]
met3         2               2.9                    1.12
met1       853                51                    30.0
met2        37                45                    30.2
met4         0              0.82                    1.53
li1        882                 -                       -
met5         -                 0                       0
-- stage by stage --
step	total power [W]	utilization (%)	setup TNS, ps	std cells	hold WS, ps
after floorplan	0.00119	-	-6070	176	175
after global placement	0.00161	50.1	-15390	317	420
after detailed placement	0.00162	50.1	-15640	317	423
after CTS	0.00216	59.3	-3130	343	308
after global routing	0.00239	63.5	-4170	354	311
final	0.00224	63.5	-3260	354	298
-- power groups by stage --
stage / combinational, W / sequential (W) / clock, W
5_1_grt: 0.00119 / 0.000737 / 0.000459
4_1_cts: 0.00101 / 0.000731 / 0.000419
6_report: 0.00110 / 0.000728 / 0.000412
-- repair_timing --
item                       4_1_cts  5_1_grt
cloned                           2        0
resized                        116       30
setup buffers                   20       11
pin swaps                       27       23
setup endpoints to repair       29       19
-- worst min path at each step --
| stage | startpoint | endpoint | slack [ps] | cells after the start |
|---|---|---|---|---|
| 4_1_cts | reset | ebi[6] | 310 | 3 |
| 5_1_grt | tbi[7] | ebi[2] | 310 | 3 |
| 6_report | reset | disparity | 300 | 3 |
-- area by class of cell --
cell class              count  area, µm²
inverters                  13       76.3
well taps                  67       83.8
multi-input cells         137       1330
fillers                   330       1750
repair buffers            115       1050
flip-flops and latches     18        457
clock buffers               4       45.0
-- cell families (layout without fill, tap and decap cells) --
group,count (synthesis),after routing,share of synthesized area [%]
mux,1,1,0.661
buf+inv,21,132,5.95
fa+ha+maj,12,12,9.91
xor+xnor,6,6,3.47
compound gates,56,56,28.6
flops,18,18,30.1
simple gates,62,62,21.3
No activity file was given, so power comes from the tool's default toggle rates.
